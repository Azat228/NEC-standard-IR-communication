--- flow/config.mk ---
export PLATFORM = sky130hd
export DESIGN_NAME = decoder
export DESIGN_NICKNAME = decoder
export VERILOG_FILES = /design/flow/design.v
export SDC_FILE = /design/flow/constraint.sdc
export NUM_CORES = 4
export LEC_CHECK = 1
export CORE_AREA = 10 10 70 70
export DIE_AREA = 0 0 80 80
--- flow/constraint.sdc ---
current_design decoder

set clk_period 1.7
set clk_io_pct 0.2

create_clock -name clk0 -period $clk_period [get_ports {clk}]

set non_clock_inputs [all_inputs -no_clocks]
set_input_delay [expr $clk_period * $clk_io_pct] -clock clk0 $non_clock_inputs
set_output_delay [expr $clk_period * $clk_io_pct] -clock clk0 [all_outputs]
--- flow/design.v ---
`timescale 1ns / 1ps
module decoder(
    input wire [7:0] code,  
    input wire clk,
    output reg [7:0] decoded_code
);
reg [7:0] decode_table [0:11];  
initial begin
   decode_table[0] = 8'h16;  
   decode_table[1] = 8'h0c;  
   decode_table[2] = 8'h18;  
   decode_table[3] = 8'h5e;  
   decode_table[4] = 8'h08;  
   decode_table[5] = 8'h1c;  
   decode_table[6] = 8'h5a;  
   decode_table[7] = 8'h42;  
   decode_table[8] = 8'h52;  
   decode_table[9] = 8'h4a;  
   decode_table[10] = 8'h07;  
   decode_table[11] = 8'h15;  
end
always@(posedge clk)
begin
decoded_code = 8'h00;
case(code)
            8'h30: decoded_code = decode_table[0];   
            8'h31: decoded_code = decode_table[1];   
            8'h32: decoded_code = decode_table[2];   
            8'h33: decoded_code = decode_table[3];   
            8'h34: decoded_code = decode_table[4];   
            8'h35: decoded_code = decode_table[5];   
            8'h36: decoded_code = decode_table[6];   
            8'h37: decoded_code = decode_table[7];   
            8'h38: decoded_code = decode_table[8];   
            8'h39: decoded_code = decode_table[9];   
            8'h2D: decoded_code = decode_table[10];  
            8'h2B: decoded_code = decode_table[11];  
            default: decoded_code = 8'h00;  
endcase
end    
endmodule
--- flow/run.sh ---
#!/bin/bash
# OpenROAD 26Q1-2900-gdf79404cd8, Yosys 0.63+post, stock flow scripts
make -C /OpenROAD-flow-scripts/flow DESIGN_CONFIG=/design/flow/config.mk WORK_HOME=/design/flow/orfs finish
==> flow_metrics.env <==
# physical design summary
export IMPL_status="completed"
export IMPL_ys_seq_elements=6
export IMPL_startpoint_type="input pin"
export IMPL_drv_cap=0
export IMPL_nFillCells=399
export IMPL_fp_util_pct=10.0
export IMPL_tns_ps=0
export IMPL_cts_tree="built"
export IMPL_p_per_area_mw_per_mm2=611
export IMPL_diodes=0
export IMPL_finalHoldViolCount=0
export IMPL_gr_usage_all_layers_pct=2.55
export IMPL_rsz0062_at_grt="no"
export IMPL_critPathMaxFanout=9
export IMPL_synth_seq_share_pct=35.0
export IMPL_totalWireLength_um=899
export IMPL_ant_nets=0
export IMPL_cp_data_required_time_ps=1800
export IMPL_synth_area_mux_share_pct=0
export IMPL_timing_final_ws_setup_ps=288
export IMPL_ys_cells=43
export IMPL_die_area_sq_mm=0.00640
export IMPL_io_buffers=14
export IMPL_aoi_share_pct=20.8
export IMPL_syn_cell_area_sq_um=343
export IMPL_post_dp_hpwl_um=762
export IMPL_ir_drop_mv=0.138
export IMPL_postCtsSetupRepairBufs=0
export IMPL_drtIter0Drc=19
export IMPL_synth_cells=43
export IMPL_yosys_area_sq_um=343
export IMPL_num_vias=335
export IMPL_syn_avg_cell_area_sq_um=7.97
export IMPL_routedWlPerCell_um=8.64
export IMPL_whs_ps=749
export IMPL_top_logic_kind="simple AND/OR/NAND/NOR gates"
export IMPL_largest_register_ffs=6
export IMPL_min_path_type="input pin to flop"
export IMPL_die_x_um=80
export IMPL_drive_above_1_share_pct=13.8
export IMPL_whs_path_depth=3
export IMPL_tool_warnings=25
export IMPL_post_cts_resized_instances=0
export IMPL_cts_buffers=3
export IMPL_fin_util_pct=15.9
export IMPL_grt_pass1_wl_mm=1.30
export IMPL_gr_total_overflow=0
export IMPL_synth_xor_area_share_pct=5.11
export IMPL_final_max_slew_violation_count=0
export IMPL_post_drt_via_cell_ratio=3.22
export IMPL_crit_arrival_ps=1510
export IMPL_cp_end_kind="flop"
export IMPL_finalSetupViolCount=0
export IMPL_simple_gate_share_pct=26.6
export IMPL_drc=0
export IMPL_ys_types=24
export IMPL_flop_area_sq_um=120
export IMPL_clockBufferDepth=2
export IMPL_htreeDepth=1
export IMPL_first_pass_iters=4
export IMPL_max_freq_mhz=708
export IMPL_ys_warnings_count=1
export IMPL_gp_congestion=0.744
export IMPL_antenna_found_initial=0
export IMPL_crit_type="input pin to flop"
export IMPL_dpl_instance_area_sq_um=520
export IMPL_hold_buffers=0
export IMPL_final_area_sq_um=543
export IMPL_dp_slack_ps=34.9
export IMPL_synthToLayoutAreaGrowth_pct=58.4
export IMPL_grt_max_degree=10
export IMPL_cts_root_buf="clkbuf_4"
export IMPL_dieHeight_um=80
export IMPL_rows=21
export IMPL_comb_area_sq_um=188
export IMPL_core_sq_mm=0.00342
export IMPL_fin_crit_sh_pct=83.0
export IMPL_clk_pin_slew_ps=40
export IMPL_grt_pass1_vias=291
export IMPL_leakagePower_uw=0.000190
export IMPL_cts_sinks=6
export IMPL_fin_crit_ps=1410
export IMPL_io_pins=17
export IMPL_adder_share_pct=0
cell families after synthesis:
| family | after synthesis |
|---|---|
| xor gates and xnor gates | 2 |
| DFF | 6 |
| AOI/OAI and AO/OA | 10 |
| other | 1 |
| buffers and inverters | 6 |
| and+or+nand+nor | 18 |
layer usage:
layer / routed length, um / up-vias / GRT usage (%)
li1: - / 173 / -
met1: 429 / 142 / 3.48
met2: 338 / 20 / 3.29
met3: 131 / 0 / 1.70
met4: 0 / 0 / 0.352
met5: 0 / - / 0
final cells by class:
cell class / instances / share of cell area (%)
clock buffers: 3 / 4.15
inverters: 2 / 1.38
multi-input cells: 32 / 34.6
flip-flops and latches: 6 / 22.1
well taps: 46 / 10.6
repair buffers: 15 / 27.2
critical path, cell delays in order:
cell	delay, ps
clkdlybuf4s50_1	670
nor3_2	80
a2111oi_1	420
synth_stat cells:
| cell | count | share of area, % |
|---|---|---|
| a2111oi_1 | 1 | 2.9 |
| a21boi_1 | 1 | 2.2 |
| a21oi_1 | 3 | 4.4 |
| a21oi_2 | 1 | 2.6 |
| a31oi_1 | 1 | 1.8 |
| a32oi_1 | 1 | 2.6 |
| buf_2 | 1 | 1.5 |
| buf_4 | 2 | 4.4 |
| buf_6 | 1 | 3.3 |
| conb_1 | 1 | 1.1 |
| dfxtp_1 | 6 | 35 |
| inv_1 | 2 | 2.2 |
| nand2_1 | 7 | 7.7 |
| nand3_1 | 1 | 1.5 |
| nand3b_1 | 1 | 2.2 |
| nand4_1 | 1 | 1.8 |
| nor2_1 | 3 | 3.3 |
| nor2_2 | 2 | 3.6 |
| nor2b_1 | 2 | 3.6 |
| nor3_2 | 1 | 2.9 |
| o211a_1 | 1 | 2.9 |
| o21ai_1 | 1 | 1.5 |
| xnor2_1 | 1 | 2.6 |
| xor2_1 | 1 | 2.6 |
through the flow:
stage | cells | total power, uW
final | 104 | 332
after global routing | 104 | 354
after CTS | 104 | 340
after detailed placement | 101 | 209
after global placement | 101 | 209
after floorplan | 44 | 181
cell usage in the layout (no fill, tap or decap), drive strengths merged:
master         count
clkdlybuf4s50     14
nand2              7
dfxtp              6
nor2               5
a21oi              4
clkbuf             3
nor2b              2
inv                2
conb               2
xnor2              1
nor3               1
a32oi              1
xor2               1
nand3              1
a2111oi            1
nand4              1
a31oi              1
o211a              1
a21boi             1
o21ai              1
nand3b             1
buf                1
path summary, 6_finish.rpt:
kind	from	endpoint	slack, ps
worst max-delay path	code[2]	decoded_code[3]	290
worst min-delay path	code[5]	decoded_code[6]	750
power by group:
part | internal [uW] | switching, uW | total, uW | leakage, uW
clock network | 79.5 | 45.6 | 125 | 0.0000138
registers | 143 | 0.556 | 144 | 0.0000485
logic | 33.5 | 29.1 | 62.7 | 0.000128
No activity file was given, so power comes from the tool's default toggle rates.

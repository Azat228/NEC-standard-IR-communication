**design/flow/run.sh**
```bash
#!/bin/bash
# OpenROAD 26Q1-2900-gdf79404cd8, Yosys 0.63+post, stock flow scripts
make -C /OpenROAD-flow-scripts/flow DESIGN_CONFIG=/design/flow/config.mk WORK_HOME=/design/flow/orfs finish
```
**design/flow/config.mk**
```make
export PLATFORM = sky130hd
export DESIGN_NAME = transmitter
export DESIGN_NICKNAME = transmitter
export VERILOG_FILES = /design/flow/design.v
export SDC_FILE = /design/flow/constraint.sdc
export NUM_CORES = 4
export LEC_CHECK = 1
export CORE_UTILIZATION = 30
```
**design/flow/constraint.sdc**
```tcl
current_design transmitter

set clk_period 7.1
set clk_io_pct 0.2

create_clock -name clk0 -period $clk_period [get_ports {clk}]

set non_clock_inputs [all_inputs -no_clocks]
set_input_delay [expr $clk_period * $clk_io_pct] -clock clk0 $non_clock_inputs
set_output_delay [expr $clk_period * $clk_io_pct] -clock clk0 [all_outputs]
```
**design/flow/design.v**
```verilog
module transmitter (
    input  clk,
    input  [7:0] addr,
    input  [7:0] code,
    input  send,
    output reg ir_out
);
    wire [7:0] cmd = code;  
    parameter CLK_FREQ = 125_000_000;
    parameter CARRIER_FREQ = 38_000;
    localparam CLK_DIV = 1644;
    localparam LEADING_PULSE = 1125000;
    localparam LEADING_SPACE = 562500;
    localparam BIT_PULSE = 70250;
    localparam BIT0_SPACE = 70250;
    localparam BIT1_SPACE = 210750;
    localparam RELAX_BETWEEN_STATES = 400_000_000;
    parameter IDLE = 0, START_PULSE = 1, START_SPACE = 2, DATA_PULSE = 3, DATA_SPACE = 4, STOP = 5,RELAX = 6;
    reg [2:0] state = IDLE;
    reg [31:0] shift_reg;
    reg [30:0] counter = 0;  
    reg [5:0] bit_count = 0;  
    reg [15:0] carrier_counter = 0;
    reg carrier = 0;
    always @(posedge clk) begin
        if (carrier_counter == CLK_DIV-1) begin
            carrier_counter <= 0;
            carrier <= ~carrier;
        end else begin
            carrier_counter <= carrier_counter + 1;
        end
    end
    reg pulse_active = 0;
    always @(posedge clk) begin
        case (state)
            IDLE: begin
                ir_out <= 0;
                pulse_active <= 0;
                counter <= 0;
                bit_count <= 0;
                if (send ) begin
                    shift_reg <= {~addr, addr, cmd, ~cmd};
                    state <= START_PULSE;
                end
            end
            START_PULSE: begin
                pulse_active <= 1;
                if (counter < LEADING_PULSE) begin
                    counter <= counter + 1;
                end else begin
                    counter <= 0;
                    state <= START_SPACE;
                    pulse_active <= 0;
                end
                ir_out <= pulse_active ? carrier : 0;
            end
            START_SPACE: begin
                pulse_active <= 0;
                ir_out <= 0;
                if (counter < LEADING_SPACE) begin
                    counter <= counter + 1;
                end else begin
                    counter <= 0;
                    state <= DATA_PULSE;
                end
            end
            DATA_PULSE: begin
                pulse_active <= 1;
                if (counter < BIT_PULSE) begin
                    counter <= counter + 1;
                end else begin
                    counter <= 0;
                    state <= DATA_SPACE;
                    pulse_active <= 0;
                end
                ir_out <= pulse_active ? carrier : 0;
            end
            DATA_SPACE: begin
                pulse_active <= 0;
                ir_out <= 0;
                if ((shift_reg[31] && (counter < BIT1_SPACE)) || (!shift_reg[31] && (counter < BIT0_SPACE))) begin
                    counter <= counter + 1;
                end else begin
                    counter <= 0;
                    shift_reg <= shift_reg << 1;
                    bit_count <= bit_count + 1;
                    if (bit_count == 31) begin
                        state <= STOP;
                    end else begin
                        state <= DATA_PULSE;
                    end
                end
            end
            STOP: begin
                pulse_active <= 1;
                if (counter < BIT0_SPACE) begin
                    counter <= counter + 1;
                end else begin
                    counter <= 0;
                    state <= RELAX;
                    pulse_active <= 0;
                end
                ir_out <= pulse_active ? carrier : 0;
            end
            RELAX:begin
            pulse_active <= 0;
                if (counter < RELAX_BETWEEN_STATES) begin
                    counter <= counter + 1;
                end else begin
                    counter <= 0;
                    state <= IDLE;
                    pulse_active <= 0;
                end
                ir_out <= pulse_active ? carrier : 0;
            end
        endcase
    end
endmodule
```
==> impl_metrics.json <==
{
  "grt_pass1_vias": 2938,
  "drv_cap": 0,
  "period_minus_slack_ns": 2.78,
  "worstMarginPinSlew_ns": 0.634,
  "die-area_sq_um": 15700,
  "synth_area_per_cell_sq_um": 10.2,
  "cp_data_required_time_ns": 7.19,
  "grt_max_degree": 46,
  "viasPerCell": 4.89,
  "status": "finished, final reports clean",
  "cts.sinks": 91,
  "hold_viol_final": 0,
  "fp-utilization": 0.311,
  "syn_inst": 446,
  "critPathKind": "flip-flop to flip-flop",
  "antenna_left": 0,
  "antenna_found_initial": 0,
  "finish.utilization": 0.355,
  "die_y_um": 125,
  "dr_wl_met3_um": 355,
  "yosys_area_sq_um": 4570,
  "post_cts_resized": 0,
  "ys_cells": 446,
  "synth_area_sq_um": 4570,
  "hold_depth": 1,
  "power_density_nw_per_um2": 356,
  "comb_power_share": 0.239,
  "worstPathArrival_ns": 2.87,
  "ys.warnings.count": 1,
  "ys_types": 50,
  "htree_levels": 3,
  "clk_pin_slew_ns": 0.07,
  "p_sw_frac": 0.350,
  "synthArstFlopShare": 0,
  "largest_register_ffs": 32,
  "routabilityCongestion": 0.893,
  "wl_met1_mm": 4.06,
  "drt_pass1_iterations": 4,
  "fin_skew_ns": 0.0108,
  "grt_setup_unrepaired": "no",
  "synth-main-ff-cell": "edfxtp_1",
  "hp-class": "flip-flop to flip-flop",
  "row_count": 44,
  "routed_wirelength_mm": 8.05,
  "drtIter0Drc": 174,
  "drcViolationCount": 0,
  "area_growth_pct": 14.3,
  "antenna_cells": 0,
  "p_clk_frac": 0.256,
  "fin_tns_setup_ns": 0,
  "min_period_over_period": 0.391,
  "clock_latency_ns": 0.35,
  "tritoncts": "built",
  "path_max_fanout": 22,
  "vias": 3161,
  "die_w_um": 125,
  "start_kind": "flip-flop",
  "report.final.slew_viol_count": 0,
  "end_kind": "flip-flop",
  "p_sw_w": 0.000652,
  "drive_above_1_share": 0.0584,
  "topRoutingLayerUsed": "met4",
  "portBuffers": 18,
  "r2r.worst_path.cells": 7,
  "cts_buffers": 9,
  "wire_per_inst_um": 12.5,
  "edf_count": 75,
  "total_power_w": 0.00186,
  "ios": 19,
  "pwr-share-seq": 0.506,
  "place_hpwl_mm": 5.33,
  "leakage_nw": 1.84,
  "max_freq_mhz": 360,
  "power.internal_w": 0.00121,
  "met2_length_mm": 3.41,
  "clockBufferDepth": 2,
  "ctsHoldBuffers": 0,
  "coreArea_sq_um": 14700,
  "gr-usage-all-layers": 0.113,
  "grt_pass1_wl_mm": 14.1,
  "grt_overflow_total": 0,
  "cts_setup_buffers": 0,
  "synth_flops": 91,
  "setup_viol": 0,
  "yosysSeqAreaShare": 0.563,
  "clockRootBuffer": "clkbuf_16",
  "worst_ir_drop_vdd_mv": 0.213,
  "slew-limit-headroom": 0.577,
  "tool_warnings": 25
}
## power by group through the flow
stage	combinational, W	sequential (W)	clock, W
final	0.000444	0.000941	0.000476
after global routing	0.000508	0.000969	0.000508
after CTS	0.000452	0.000940	0.000489
## stage by stage
| step | hold slack, ns | setup WS [ns] | cell area [sq um] | instances |
|---|---|---|---|---|
| 3_3_place_gp | 0.426 | 4.26 | 4920 | 630 |
| 2_1_floorplan | 0.413 | 3.59 | 4570 | 447 |
| 4_1_cts | 0.439 | 4.30 | 5220 | 646 |
| 6_report | 0.441 | 4.32 | 5220 | 646 |
| 3_5_place_dp | 0.429 | 4.25 | 4920 | 630 |
| 5_1_grt | 0.446 | 3.93 | 5220 | 646 |
## routing by layer
metal | vias to the layer above | track usage
li1 | 1613 | -
met1 | 1474 | 0.185
met2 | 56 | 0.158
met3 | 18 | 0.0270
met4 | 0 | 0.0251
met5 | - | 0
## logic make-up after synthesis
kind of cell,count (synthesis),share of synthesized area
AND-OR/OR-AND,48,0.0764
XOR/XNOR,47,0.0901
adder cells (fa/ha/maj),3,0.00821
buffers and inverters,30,0.0285
flip-flops,91,0.563
other,1,0.000820
AND/OR/NAND/NOR,226,0.233
## synth_stat cells, types with 3 or more instances
master | count | area, sq um
xor2_1 | 29 | 254
nor2_1 | 65 | 244
a21oi_1 | 12 | 60.1
nor3_1 | 8 | 40.0
nand4_1 | 8 | 50.1
a2111oi_0 | 3 | 26.3
xnor2_1 | 18 | 158
dfxtp_1 | 16 | 320
nand2_1 | 74 | 278
o21ai_0 | 4 | 20.0
clkbuf_1 | 11 | 41.3
ha_1 | 3 | 37.5
and3_1 | 12 | 75.1
nor2b_1 | 6 | 37.5
nor4_1 | 9 | 56.3
and4_1 | 4 | 35.0
nand3_1 | 26 | 130
buf_2 | 11 | 55.1
inv_1 | 7 | 26.3
edfxtp_1 | 75 | 2250
o21a_1 | 9 | 67.6
o21ai_1 | 3 | 15.0
## worst max-delay path, cell delays in order, from the launching register on
cell	delay [ns]
edfxtp_1	0.54
o21ai_1	0.12
a2111oi_1	0.48
a2111oi_0	0.17
a221o_1	0.30
nor3_2	0.45
buf_4	0.37
nor3_1	0.09
## layout make-up
class	instances	area [sq um]
clock inverters	7	81.3
fillers	1358	9480
clock buffers	9	225
multi-input cells	326	1880
well taps	184	230
flip-flops and latches	91	2570
repair buffers	22	210
inverters	7	26.3
## path summary, 6_finish.rpt
| check | endpoint | from | slack (ns) |
|---|---|---|---|
| worst max register to register | counter[9]$_DFFE_PP_ | counter[12]$_DFFE_PP_ | 4.32 |
| worst min-delay path | carrier_counter[0]$_SDFF_PN0_ | carrier_counter[0]$_SDFF_PN0_ | 0.44 |
| worst max-delay path | counter[9]$_DFFE_PP_ | counter[12]$_DFFE_PP_ | 4.32 |
| worst min register to register | carrier_counter[0]$_SDFF_PN0_ | carrier_counter[0]$_SDFF_PN0_ | 0.44 |
## cells in the final DEF (no fill, tap or decap), types with 2 or more instances in the layout
| cell type | instances |
|---|---|
| nor3_1 | 8 |
| clkbuf_16 | 9 |
| buf_4 | 4 |
| nand2b_1 | 2 |
| inv_1 | 7 |
| inv_8 | 2 |
| dfxtp_1 | 16 |
| a2bb2oi_1 | 2 |
| ha_1 | 3 |
| clkdlybuf4s50_1 | 18 |
| o21ai_0 | 4 |
| edfxtp_1 | 75 |
| a2111oi_2 | 2 |
| inv_6 | 2 |
| and2_1 | 2 |
| a31oi_1 | 2 |
| a21oi_1 | 12 |
| a2111oi_0 | 3 |
| nor2b_1 | 6 |
| nand3_1 | 26 |
| o21a_1 | 9 |
| nand4_1 | 8 |
| conb_1 | 2 |
| nor4_1 | 9 |
| xor2_1 | 29 |
| clkinv_8 | 2 |
| xnor2_1 | 18 |
| o21ai_1 | 3 |
| and3_1 | 12 |
| nand2_1 | 74 |
| and4_1 | 4 |
| nor2_1 | 65 |
Power is estimated from default activity; no workload was simulated.
